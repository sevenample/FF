==> /design/flow/design.v <==
module Gen1HzClk(
        iClock50M,    
        iRSt_n,       
        oClk1s        
);
input              iClock50M;   
input              iRSt_n;      
output             oClk1s;      
parameter   CLOCKFREQ = 50_000_000;  
parameter   ExpectClk = 1;   
reg              rClk1Hz ;      
reg    [31:0]    rDivCounter;
assign oClk1s = rClk1Hz ;   
always@(posedge iClock50M or negedge iRSt_n) begin
    if(!iRSt_n) begin  
         rDivCounter<= 0;  
         rClk1Hz <= 0;  
    end else begin
        if(rDivCounter >= ((CLOCKFREQ/(ExpectClk * 2)-1))) begin
            rDivCounter<= 0;   
            rClk1Hz <= ~rClk1Hz ;   
        end else begin
            rDivCounter<= rDivCounter+ 1;   
            rClk1Hz <= rClk1Hz ;   
        end
    end
end
endmodule
==> /design/flow/run.sh <==
#!/bin/bash
# OpenROAD 26Q1-2900-gdf79404cd8, Yosys 0.63+post, stock flow scripts
make -C /OpenROAD-flow-scripts/flow DESIGN_CONFIG=/design/flow/config.mk WORK_HOME=/design/flow/orfs finish
==> /design/flow/config.mk <==
export PLATFORM = sky130hd
export DESIGN_NAME = Gen1HzClk
export DESIGN_NICKNAME = Gen1HzClk
export VERILOG_FILES = /design/flow/design.v
export SDC_FILE = /design/flow/constraint.sdc
export NUM_CORES = 4
export LEC_CHECK = 1
export CORE_UTILIZATION = 30
==> /design/flow/constraint.sdc <==
current_design Gen1HzClk

set clk_period 4.3
set clk_io_pct 0.2

create_clock -name clk0 -period $clk_period [get_ports {iClock50M}]

set non_clock_inputs [all_inputs -no_clocks]
set_input_delay [expr $clk_period * $clk_io_pct] -clock clk0 $non_clock_inputs
set_output_delay [expr $clk_period * $clk_io_pct] -clock clk0 [all_outputs]
==> ci_impl_report.md <==
## Implementation flow summary

| Metric | Value |
|---|---|
| Setup tns final | 0 ns |
| Max stage delay on crit path | between 0.8 and 0.9 ns |
| Library cells used by synthesis | 32 |
| Yosys xor share | approximately 7.5% |
| Cell area after placement | 1740 um^2 |
| Crit path DAT | 2.72 ns |
| Number of hold buffers added after CTS | 0 |
| Tot GR Track Use | 12.4% |
| Yosys warning count | 1 |
| Worst Skew | 0.00612 ns |
| Hold path start | rDivCounter[0]$_DFF_PN0_ |
| Slew headroom | 35.7% |
| First-pass DRT Iterations | 4 |
| PwrDens | about 320 nW/um^2 |
| Post-synthesis cell count from yosys | around 160 |
| Worst vdd ir | approximately 0.21 mV |
| Worst r2r src | rDivCounter[0]$_DFF_PN0_ |
| Clock power share | 43.3% |
| Crit path required time | 4.44 ns |
| Top cell excl fill/tap | dfrtp_1 |
| Log Warnings | 25 |
| Area Growth Syn to Fin | 12.7% |
| Syn Inst Count | 161 |
| Critical-path top delay cell | a311oi_2 |
| Vias in the first global route | approximately 1100 |
| Mux frac, synth | 0% |
| Psw | 121 uW |
| CTS tree | built |
| Final min period | 2.58 ns |
| Top Layout Cells | dfrtp_1, nor3_1, nand3_1, nand2_1, a211oi_1 |
| GRT overflow | 0 |
| Chip area estimate from yosys synthesis | between 1500 and 2000 um^2 |
| Internal | ~470 uW |
| Combinational Power Share | between 2 and 3% |
| Fp util | 31.6% |
| Status | completed |
| Hpwl dp | 2090 um |
| Worst-path clk slew | 0.07 ns |
| Sw frac | 20.6% |
| Die ar. | 5750 um^2 |
| Cell depth of the worst setup path | 6 |
| Critical Path Start | rDivCounter[0]$_DFF_PN0_ |
| Ports | 3 |
| Largest net degree at the start of global routing | 34 |
| Worst min path class | flip-flop to flip-flop |
| Critical-path cell list | ha_1, and3_1, nand4_1, a311oi_2, buf_4, nor3b_1 |
| Basic Gates by Area | 26.4% |
| Diode count | 0 |
| Post-synth EDFFs | 0 |
| Drc violations | 0 |
| 1st-iter DRT viols | 77 |
| First-pass GRT wire length | 5340 um |
| Row cnt | 26 |
| Worst setup EP type | flip-flop |
| Ys flop type | dfrtp_1 |
| CP max FO | 13 |
| WL per Instance | approximately 13 um |
| I/O Buffers | 2 |
| Die H | 75.8 um |
| Root Buffer | clkbuf_8 |
| #FFs+latches synth | 33 |
| CTS resizes | 0 |
| Late-Pin Clk Latency | 0.28 ns |
| Register share of total power | a little over half |
| Postcts setup bufs | 0 |
| Final setup viols | 0 |
| RSZ-0062 raised after global routing | no |
| DR vias/cell | 5.15 |
| Seq share, synth | roughly 50% |
| Aoi share | a little under an eighth |
| Family with the most delay on the worst path | AND-OR/OR-AND gates |
| CTS Buf Count | 5 |
| Fin. max-slew vios | 0 |
| Gpl congestion | 0.815 |
| Comb area leader | simple AND/OR/NAND/NOR gates |
| Max-cap violations | 0 |
| Vias | 1235 |
| Core area | 5170 um^2 |
| P_leak | around 0.00066 uW |
| Fmax achieved | between 300 and 400 MHz |
| Setup Crit Path Kind | flip-flop to flip-flop |
| # clock sinks | 33 |
| Worst Reg-to-Reg Cells | 6 |
| Buffers and inverters on the worst path | 1 |
| Initial antenna violation count | 0 |
| Area of the mapped netlist | between 1500 and 2000 um^2 |
| Async SR Flop Fraction | 100% |
| Adder share | less than 1% |
| Die X | 75.8 um |
| # H-tree levels | 2 |
| Final wirelength | around 3200 um |
| Avg Cell Area, Syn | ~10 um^2 |
| Antenna violation net count after detailed routing | 0 |
| Final period utilization | approximately three fifths |
| Share of cells above drive strength 1 | a little over a tenth |
| Fin. Hold Viols | 0 |
| Worst Hold Path Cells | 1 |
| Worst-Margin Slew | 0.964 ns |
| CP startpoint kind | flip-flop |
| CTS max path bufs | 2 |
| Final instance area | 1840 um^2 |
## worst paths after layout
kind / endpoint / slack [ns]
worst max-delay path: rDivCounter[1]$_DFF_PN0_ / 1.72
worst min-delay path: rDivCounter[0]$_DFF_PN0_ / 0.52
worst max register to register: rDivCounter[1]$_DFF_PN0_ / 1.72
worst min register to register: rDivCounter[0]$_DFF_PN0_ / 0.52
max in group asynchronous: rDivCounter[9]$_DFF_PN0_ / 3.03
min in group asynchronous: rDivCounter[30]$_DFF_PN0_ / 0.98
## power groups by stage
| stage | logic, uW | clock network, uW | registers (uW) |
|---|---|---|---|
| finish | 14.7 | 254 | 319 |
| CTS | 15.9 | 262 | 319 |
| global route | 17.6 | 276 | 320 |
## per-layer routing
layer | track usage [%] | wire, um | vias up
met1 | 19.9 | 1680 | 599
li1 | - | - | 615
met2 | 18.0 | 1330 | 16
met5 | 0 | 0 | -
met4 | 1.85 | 43 | 0
met3 | 2.82 | 95 | 5
## cells in the mapped netlist, drive strengths merged (2+ instances only)
cell	n	area share [%]
dfrtp	33	51
nor3	18	5.5
nand3	13	4.0
a211oi	10	5.2
nand2	8	1.8
nand4	7	3.1
o21ai	7	2.1
xnor2	7	3.8
xor2	7	3.8
or3	6	2.4
and3	5	1.9
clkbuf	5	1.1
nor4	5	1.9
or4	5	2.4
buf	4	1.2
nor2	4	0.92
o31ai	4	1.8
and4	3	1.7
a311oi	2	1.5
inv	2	0.46
## logic make-up (layout without fill, tap and decap cells)
group	count (synthesis)	in the layout
other	1	7
buffers and inverters	11	14
AND/OR/NAND/NOR	76	76
flip-flops	33	33
XOR/XNOR	14	14
AND-OR/OR-AND	25	25
adder cells (fa/ha/maj)	1	1
## registers in the layout (all words and copies together), names as in the netlist
signal / count
rClk1Hz: 1
rDivCounter: 32
## worst register-to-register path, delay by kind of cell (launching register included)
kind | cells | cell delay, ns
simple gates | 3 | 0.61
buf+inv | 1 | 0.34
flops | 1 | 0.40
fa+ha+maj | 1 | 0.22
compound gates | 1 | 0.87
## cell type report
type | count | area, um^2
Clock buffer | 7 | 96.3
Clock inverter | 1 | 5.00
Fill cell | 523 | 3330
Inverter | 2 | 7.51
Multi-Input combinational cell | 123 | 785
Sequential cell | 33 | 826
Tap cell | 70 | 87.6
Timing Repair Buffer | 4 | 35.0
## per-stage QoR
step,instances,hold WS (ns),setup slack [ns],power [uW],utilization (%)
global placement,232,0.499,1.83,341,33.6
detailed placement,232,0.510,1.77,341,33.6
global route,240,0.548,1.54,613,35.6
CTS,240,0.523,1.75,597,35.6
finish,240,0.524,1.72,588,35.6
floorplan,167,0.482,2.29,327,-
No activity file was given, so power comes from the tool's default toggle rates.
