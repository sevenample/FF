--- design/flow/run.sh ---
#!/bin/bash
# OpenROAD 26Q1-2900-gdf79404cd8, Yosys 0.63+post, stock flow scripts
make -C /OpenROAD-flow-scripts/flow DESIGN_CONFIG=/design/flow/config.mk WORK_HOME=/design/flow/orfs finish
--- design/flow/config.mk ---
export PLATFORM = sky130hd
export DESIGN_NAME = button_debouncer
export DESIGN_NICKNAME = button_debouncer
export VERILOG_FILES = /design/flow/design.v
export SDC_FILE = /design/flow/constraint.sdc
export NUM_CORES = 4
export LEC_CHECK = 1
export CORE_AREA = 10 10 88 88
export DIE_AREA = 0 0 98 98
--- design/flow/constraint.sdc ---
current_design button_debouncer

set clk_period 6.7
set clk_io_pct 0.2

create_clock -name clk0 -period $clk_period [get_ports {clk}]

set non_clock_inputs [all_inputs -no_clocks]
set_input_delay [expr $clk_period * $clk_io_pct] -clock clk0 $non_clock_inputs
set_output_delay [expr $clk_period * $clk_io_pct] -clock clk0 [all_outputs]
--- design/flow/design.v ---
module button_debouncer	(
							clk,
							rst_n,
							data_in,
							data_out			
						);
input						clk;
input						rst_n;
input						data_in;
output						data_out;
parameter	preset_val 	= 0;
parameter 	counter_max = 100000; 
reg						data_out;									
reg						data_in_0;	
reg						data_in_1;
reg						data_in_2;
reg						data_in_3;
reg			[20:0]		counter;
always	@(posedge clk or negedge rst_n)
begin
	if	(!rst_n)
	begin
		data_out		<=	preset_val;
		counter			<=	counter_max;
		data_in_0		<=	0;
		data_in_1		<=	0;
		data_in_2		<=	0;
		data_in_3		<=	0;			
	end else begin
		if	(counter == 0) 
		begin
			data_out	<=	data_in_3;
			counter		<=	counter_max;
		end else begin
			counter		<=	counter - 1;
		end
		data_in_0	<=	data_in;	
		data_in_1	<=	data_in_0;
		data_in_2	<=	data_in_1;
		data_in_3	<=	data_in_2;
	end
end
endmodule
==> deck_impl_summary.md <==
Implementation Results

Pwr
  – Reg power frac: 54.7%
  – Peak supply drop: 125 uV
  – Total power: 0.290 mW
  – Pleak: 0.578 nW
  – Combinational power share: 1.6%
  – Clock Power Share: 43.8%
  – NetSw: 0.0504 mW
  – Sw Ratio: 17.4%
  – P_int: 0.239 mW
  – Pwr Density: 202 nW/um^2

Routing
  – Drt pass-1 iters: 2
  – Routed via count: 799
  – DRC: 0
  – Antenna Cells: 0
  – DRT iter0 DRCs: 17
  – Vias per cell: 4.06
  – Routed WL: 2040 um
  – Final ANT Viol Nets: 0
  – Routed wire per std cell: 10.4 um

Job
  – Max-Cap Viols: 0
  – Tool warning count: 26

Final timing
  – Relative slew slack: 47.0%
  – Period utilization: 36.0%
  – Final Max Tran Viols: 0
  – Peak Freq: 415 MHz
  – Setup_tns: 0 ns
  – RSZ-0062 raised after global routing: false
  – Hold Fails Final Rpt: 0
  – Worst Max-Slew Pin Slew: 0.793 ns
  – WHS: 0.355 ns
  – Tmin final: 2.41 ns
  – # setup viols final: 0
  – Clock skew: 0.00136 ns

CTS
  – CTS Root Cell: clkbuf_8
  – Clock sink count: 26
  – Clk Latency, worst-skew pair: 0.26 ns
  – Clock Tree Buf Depth: 2
  – Post-cts resize count: 0
  – CTS H-tree lvls: 1
  – Hold Buf Count CTS: 0
  – Postcts setup bufs: 0
  – Total CTS buffers: 3
  – Clock Pin Slew Worst Setup and Hold Paths: 0.09 ns
  – CTS tree: done

Finish
  – Core Util, Final: 24.2%
  – Share of layout cells above drive strength 1: 14.8%
  – Top Layout Cells: 20 x nor2_1, 20 x dfrtp_1, 13 x nand2_1
  – Post-route cell area: 1430 um^2
  – Filler cells: 609
  – Layout area overhead: 15.5%

Place
  – DP HPWL: 1450 um
  – Port bufs: 3
  – Post-DP Area: 1360 um^2
  – GP Congestion: 0.757

Worst setup path
  – CP max stage delay: 0.46 ns
  – CP arrival: 1.07 ns
  – Critical setup path kind: flop to primary output
  – Top Family by Delay on Critical Path: buffers and inverters
  – Crit path DRT: 5.36 ns
  – CP Cell Sequence: clkdlybuf4s50_1
  – Endpoint type of the worst setup path: primary output
  – Peak fanout along the critical path: 2
  – Critical Path Source Type: flop
  – CP bufs+invs: 1
  – R2R Setup Slk: 4.52 ns
  – Slowest stage cell, crit path: clkdlybuf4s50_1

Min path
  – HP Class: flop to flop

Floorplan
  – Row Count: 28
  – Die Wd: 98 um
  – I/O pin count: 4
  – Core Area: 5920 um^2
  – Starting Density: 20.9%
  – Chip height: 98 um
  – Die area: 9600 um^2

Synth
  – Synthesized cell area: 1240 um^2
  – Synth Flop Type: dfrtp_1
  – Synthesized area per cell: 10.7 um^2
  – Post-synthesis instance total: 116
  – Synth Register Bits: 26
  – Ys Warns: 1
  – Async set-reset flop share out of synthesis: 100%
  – Yosys chip area: 1240 um^2
  – EDFF count, synth: 0
  – Cell total in the yosys stat output: 116
  – Yosys cell types: 31
  – Register share after synthesis: 53.1%

Status
  – Status: finished, final reports clean

Global routing
  – First-pass GRT wire length: 3730 um
  – Tot GR Track Use: 4.43%
  – Vias in the first global route: 826
  – Initial antenna violation count: 0
  – Gr ovfl total: 0
  – Largest net degree at the start of global routing: 27
-- Yosys cell counts, types with 2 or more instances --
master,count,area share (%)
nor4_4,2,3.4
dfrtp_1,20,40
mux2i_1,2,1.6
dfstp_2,6,13
nor4_1,2,1.0
nand4b_1,2,1.4
inv_1,3,0.91
nor2_1,20,6.1
o21ai_0,2,0.81
buf_2,2,0.81
nand2_1,13,3.9
ha_1,2,2.0
nand3_1,2,0.81
or3_1,2,1.0
xnor2_1,4,2.8
nor3_1,5,2.0
nand4_1,3,1.5
nor4b_1,2,1.4
xor2_1,9,6.4
a21oi_1,2,0.81
-- cells by family after synthesis --
kind of cell    after synthesis  share of synthesized area [%]
compound gates                7                           3.53
simple gates                 60                           28.0
flops                        26                           53.1
buf+inv                       5                           1.72
xor+xnor                     13                           9.18
mux                           3                           2.52
fa+ha+maj                     2                           2.02
-- per-layer routing --
layer / up-vias / wire length, um / GRT usage (%)
met3: 2 / 58 / 0.925
li1: 408 / - / -
met5: - / 0 / 0
met1: 383 / 1060 / 5.88
met2: 6 / 863 / 7.31
met4: 0 / 59 / 0.895
-- through the flow --
stage / worst slack (ns) / instances
2_1_floorplan: 4.94 / 116
3_3_place_gp: 4.52 / 193
3_5_place_dp: 4.50 / 193
4_1_cts: 4.27 / 197
5_1_grt: 4.24 / 197
6_report: 4.29 / 197
-- flip-flops by register name, summed over array words and instances, names as in the netlist --
| name | count |
|---|---|
| data_out | 1 |
| data_in_2 | 1 |
| counter | 21 |
| data_in_3 | 1 |
| data_in_1 | 1 |
| data_in_0 | 1 |
-- final cells by class --
class / instances / area [um^2] / area share, %
multi-input combinational: 85 / 561 / 39.1
tap: 75 / 93.8 / 6.55
timing repair buffer: 4 / 37.5 / 2.62
clock inverter: 1 / 30.0 / 2.10
sequential: 26 / 658 / 45.9
inverter: 3 / 11.3 / 0.786
clock buffer: 3 / 41.3 / 2.88
-- power groups by stage --
stage                 combinational, mW  clock [mW]  sequential (mW)
after global routing            0.00525       0.137            0.159
final                           0.00451       0.127            0.158
after CTS                       0.00475       0.130            0.158
-- worst paths after layout --
path / cells past startpoint / end / start
worst min-delay path: 0 / data_in_3 / data_in_2
min in group asynchronous: 2 / counter[8] / rst_n
worst max register to register: 4 / data_out / counter[4]
worst max-delay path: 1 / data_out / data_out
max in group asynchronous: 2 / counter[16] / rst_n
worst min register to register: 0 / data_in_3 / data_in_2
No activity file was given, so power comes from the tool's default toggle rates.
