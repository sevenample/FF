===== flow/design.v =====
module password_lock(
    input clk,
    input rst_n,                
    input confirm,              
    input [3:0] sw,             
    output reg [6:0] hex0,
    output reg [6:0] hex1,
    output reg [6:0] hex2,
    output reg [6:0] hex3,
    output reg [9:0] ledg
);
    parameter [3:0] PWD0 = 4'd0;
    parameter [3:0] PWD1 = 4'd2;
    parameter [3:0] PWD2 = 4'd5;
    reg [3:0] input_code[2:0];
    reg [1:0] input_index;
    reg [3:0] error_count;
    reg [2:0] state;
    localparam IDLE    = 3'd0,
               INPUT   = 3'd1,
               CHECK   = 3'd2,
               UNLOCK  = 3'd3,
               ERROR   = 3'd4;
    reg confirm_prev;
    wire confirm_negedge = (confirm_prev == 1'b1 && confirm == 1'b0);
    function [6:0] seg;
        input [3:0] x;
        case (x)
            4'h0: seg = 7'b100_0000;
            4'h1: seg = 7'b111_1001;
            4'h2: seg = 7'b010_0100;
            4'h3: seg = 7'b011_0000;
            4'h4: seg = 7'b001_1001;
            4'h5: seg = 7'b001_0010;
            4'h6: seg = 7'b000_0010;
            4'h7: seg = 7'b111_1000;
            4'h8: seg = 7'b000_0000;
            4'h9: seg = 7'b001_0000;
            4'hA: seg = 7'b000_1000;   
            4'hB: seg = 7'b000_0011;   
            4'hC: seg = 7'b100_0110;   
            4'hD: seg = 7'b010_0001;   
            4'hE: seg = 7'b000_0110;   
            4'hF: seg = 7'b000_1110;   
            default: seg = 7'b111_1111;
        endcase
    endfunction
    always @(posedge clk or negedge rst_n) begin
        if (!rst_n) begin
            input_index <= 0;
            error_count <= 0;
            state <= IDLE;
            ledg <= 10'b0;
            input_code[0] <= 0;
            input_code[1] <= 0;
            input_code[2] <= 0;
            hex0 <= 7'h7F;
            hex1 <= 7'h7F;
            hex2 <= 7'h7F;
            hex3 <= 7'h7F;
        end else begin
            confirm_prev <= confirm;
            case (state)
                IDLE: begin
						  hex0 <= 7'h7F;
						  hex1 <= 7'h7F;
						  hex2 <= 7'h7F;
						  hex3 <= 7'h7F;
                    ledg <= 10'b0;
						  ledg[0] <= 1;
                    input_index <= 0;
                    state <= INPUT;
                end
                INPUT: begin
                    if (confirm_negedge) begin
                        input_code[input_index] <= sw;
                        ledg[2:0] <= (1 << input_index+1);
                        case (input_index)
                            2'd0: hex0 <= seg(sw);
                            2'd1: hex1 <= seg(sw);
                            2'd2: hex2 <= seg(sw);
                        endcase
                        if (input_index < 2)
                            input_index <= input_index + 1;
                        else
                            state <= CHECK;
                    end
                end
                CHECK: begin
                    input_index <= 0;
                    if (input_code[0] == PWD0 &&
                        input_code[1] == PWD1 &&
                        input_code[2] == PWD2) begin
                        state <= UNLOCK;
                    end else begin
                        error_count <= error_count + 1;
                        state <= ERROR;
                    end
                end
                UNLOCK: begin
                    hex3 <= seg(0);     
                    hex2 <= seg(15);    
                    hex1 <= seg(14);    
                    hex0 <= seg(13);    
                    ledg[3:0] <= 4'b1111;
                end
                ERROR: begin
                    hex3 <= seg(14);        
                    hex2 <= seg(13);        
                    hex1 <= seg(13);        
                    hex0 <= seg(error_count);  
                    ledg[9] <= ~ledg[9];    
						  if (confirm_negedge) begin
								state <= IDLE;
						  end
                end
            endcase
        end
    end
endmodule

===== flow/run.sh =====
#!/bin/bash
# OpenROAD 26Q1-2900-gdf79404cd8, Yosys 0.63+post, stock flow scripts
make -C /OpenROAD-flow-scripts/flow DESIGN_CONFIG=/design/flow/config.mk WORK_HOME=/design/flow/orfs finish

===== flow/config.mk =====
export PLATFORM = sky130hd
export DESIGN_NAME = password_lock
export DESIGN_NICKNAME = password_lock
export VERILOG_FILES = /design/flow/design.v
export SDC_FILE = /design/flow/constraint.sdc
export NUM_CORES = 4
export LEC_CHECK = 1
export CORE_UTILIZATION = 30

===== flow/constraint.sdc =====
current_design password_lock

set clk_period 2.5
set clk_io_pct 0.2

create_clock -name clk0 -period $clk_period [get_ports {clk}]

set non_clock_inputs [all_inputs -no_clocks]
set_input_delay [expr $clk_period * $clk_io_pct] -clock clk0 $non_clock_inputs
set_output_delay [expr $clk_period * $clk_io_pct] -clock clk0 [all_outputs]

==> impl_results.rst <==
Physical design figures
=======================

.. list-table::
   :header-rows: 1

   * - Metric
     - Value
   * - WL per Instance
     - 13.59 um
   * - Pin count of the biggest net entering global routing
     - 39
   * - Met1 Routed Length
     - 3.154 mm
   * - Area Overhead vs Synth
     - 17.08%
   * - Chip area in the Yosys report
     - 3047 um^2
   * - Slew @ Worst Pin
     - 0.7026 ns
   * - Critical-path maximum fanout
     - 8
   * - Worst setup skew after layout
     - 0.004616 ns
   * - Commonest cells post-synth
     - sky130_fd_sc_hd__nor2_1, sky130_fd_sc_hd__dfrtp_1, sky130_fd_sc_hd__dfstp_2
   * - Proportion of register bits with asynchronous set or reset after synthesis
     - 98.11%
   * - Clock input transition at the sequential cells of the worst setup and hold paths
     - 0.09 ns
   * - Combined area of all synthesized cells
     - 3047 um^2
   * - Post-layout util
     - 36.33%
   * - Vias in the first global route
     - 2,057
   * - Final Cell Area
     - 3567 um^2
   * - Post-synthesis instance total
     - 288
   * - Leading cell types by total area after synthesis
     - sky130_fd_sc_hd__dfrtp_1, sky130_fd_sc_hd__dfstp_2, sky130_fd_sc_hd__ha_1, sky130_fd_sc_hd__nor2_1, sky130_fd_sc_hd__buf_4
   * - Global-route wire length before repair
     - 10.40 mm
   * - Share of Yosys cell area claimed by the top area cell type
     - 22.18%
   * - Global-route total usage across every layer
     - 12.78%
   * - Number of top-level design ports
     - 45
   * - Count of library flops with an enable pin
     - 1
   * - Antenna Cells
     - 0
   * - Insertion Delay late pin
     - 0.30 ns
   * - Min Clock Period, post-route
     - 1.970 ns
   * - Clock root cell
     - sky130_fd_sc_hd__clkbuf_8
   * - Area leader, netlist
     - sky130_fd_sc_hd__dfrtp_1
   * - Antenna violations before repair
     - 0
   * - Logic depth of the worst register-to-register path
     - 4
   * - Per-instance average area after synthesis
     - 10.58 um^2
   * - Clock buffer count from CTS
     - 5
   * - Final max-slew violation count
     - 0
   * - Critical path capture point type
     - flop
   * - Standby leakage power
     - 1.489 nW
   * - Starting Density
     - 31.03%
   * - Yosys cell types
     - 51
   * - Min-Delay Path Class
     - in -> async
   * - Remaining max-slew budget at the tightest pin
     - 53.16%
   * - Count of antenna-violating nets left after detailed routing
     - 0
   * - First element of the critical path
     - sw[0]
   * - Remaining DRCs
     - 0
   * - Post-CTS Setup Bufs
     - 0
   * - Count of warning messages emitted by the tools
     - 41
   * - H-Tree Depth
     - 2
   * - Detailed router's first-iteration violation count
     - 80
   * - Placer congestion estimate
     - 0.7862
   * - Gates resized, CTS repair
     - 0
   * - Total number of placement rows
     - 36
   * - Startpoint of the worst-slack reg-to-reg timing path
     - state[3]
   * - Overall via count from detail_route
     - 2,132
   * - Total count of hold-check failures in the final report
     - 0
   * - Sum of negative setup slack
     - 0 ns
   * - Maximum vdd ir drop
     - 0.3705 mV
   * - Library cell with the highest instance count after synthesis
     - sky130_fd_sc_hd__nor2_1
   * - Buffers on Ports
     - 39
   * - Met3 wire length
     - 272 um
   * - Overall chip area
     - 10,560 um^2
   * - Type of the worst setup path
     - in -> reg
   * - Max Fclk
     - 507.7 MHz
   * - CTS hold repair buffers
     - 0
   * - Dominant flop cell
     - sky130_fd_sc_hd__dfrtp_1
   * - Setup-failing EPs final
     - 0
   * - Startpoint type of the worst setup path
     - primary input
   * - Part of the Yosys area used for sequential elements
     - 44.72%
   * - Status
     - completed
   * - DR vias/cell
     - 4.686
   * - Detailed route wirelength on metal2
     - 2.711 mm
   * - Reg2Reg Setup Slack
     - 0.61 ns
   * - Ratio of cells with drive above 1 in the final layout
     - 21.43%
   * - Clock tree from TritonCTS
     - done
   * - Core area
     - 9819 um^2
   * - Period utilisation layout
     - 78.79%
   * - Fill count
     - 996
   * - Detailed placement HPWL
     - 4.552 mm
   * - Highest signal layer in the routed design
     - met4
   * - RSZ-0062 raised after global routing
     - false
   * - Deepest clock path buffer count
     - 2
   * - Post-detailed-placement cell area
     - 3482 um^2
   * - Die Wd
     - 102.8 um
   * - Max Cap Viol
     - 0
   * - Die Y
     - 102.8 um
   * - Total power density per cell area
     - 1084 nW/um^2
   * - Total wire length
     - 6.182 mm
   * - Synth warnings
     - 2
   * - Sinks on Clock Net
     - 53
   * - Arrival @ worst endpoint
     - 2.18 ns
   * - Worst reg2reg path endpoint
     - hex0[5]
   * - Number of standard cells reported by yosys
     - 288
   * - Global route overflow
     - 0
   * - WP data required
     - 2.71 ns
   * - Flops after synth
     - 53
   * - TritonRoute pass-1 iters
     - 5
cell families after synthesis:
group                    synth area share (%)
XOR/XNOR                                1.150
buffers and inverters                   7.515
AND/OR/NAND/NOR                         17.70
other                                  0.1231
AND-OR/OR-AND                           14.87
multiplexers                            6.119
adder cells (fa/ha/maj)                 7.803
flip-flops                              44.72
how the worst max path moves through the flow:
| stage | to | slack, ns | cells after the start |
|---|---|---|---|
| after CTS | hex0[3] | 0.50 | 6 |
| after global routing | hex0[5] | 0.44 | 4 |
| final | hex0[6] | 0.53 | 6 |
final cells by class:
type                       instances  area, um^2  area share, %
tap                              133       166.4          4.665
sequential                        53        1363          38.20
clock buffer                       6       72.57          2.034
multi-input combinational        205        1470          41.21
inverter                           8       30.03         0.8418
clock inverter                     2       12.51         0.3508
timing repair buffer              48       452.9          12.70
placed cells by master, fill, tap and decap left out, drive strengths merged, types with 2 or more instances in the layout:
cell type,instances
a31oi,15
and3b,2
a221oi,2
clkbuf,6
and3,2
nor4b,5
nor2b,3
o221ai,2
dfrtp,27
buf,10
a21boi,2
nand4b,2
o211ai,3
ha,19
nand3b,2
nand3,5
and2,3
mux2i,4
nor2,33
a21oi,14
xnor2,4
nor3b,2
a22oi,2
clkdlybuf4s50,38
mux2,12
inv,10
conb,5
dfstp,25
nand2b,6
o21bai,2
nor3,5
nand2,19
o21ai,21
power breakdown:
group,total (mW),switching [mW],internal (mW)
logic,1.67,0.728,0.941
registers,1.72,0.374,1.35
clock network,0.478,0.279,0.200
total,3.87,1.38,2.49
per-stage QoR:
step | cells | hold WS, ns | power [mW] | setup slack (ns)
final | 455 | 0.1052 | 3.866 | 0.5303
after detailed placement | 447 | 0.4473 | 3.423 | 0.1745
after CTS | 455 | 0.1116 | 3.917 | 0.5028
after floorplan | 292 | 0.2044 | 2.746 | 0.9674
after global routing | 455 | 0.1164 | 4.211 | 0.4409
after global placement | 447 | 0.4423 | 3.397 | 0.1942
registers in the layout, summed over array words and instances (netlist names):
signal,cells
hex1,7
hex0,7
input_code,12
confirm_prev,1
error_count,4
state,5
hex2,7
ledg,5
hex3,3
input_index,2
critical path, cell delays in order:
cell and delay [ns]:
sky130_fd_sc_hd__clkdlybuf4s50_1 0.53, sky130_fd_sc_hd__inv_1 0.16, sky130_fd_sc_hd__ha_1 0.24, sky130_fd_sc_hd__mux2_2 0.29, sky130_fd_sc_hd__a211oi_2 0.33, sky130_fd_sc_hd__a31oi_1 0.13
routing by layer:
layer,global-route usage [%],vias to the layer above
li1,-,1069
met1,19.97,1009
met2,19.95,49
met3,2.068,5
met4,1.083,0
met5,0,-
Power and IR drop assume default switching activity.
